**flow/run.sh**
```bash
#!/bin/bash
# OpenROAD 26Q1-2900-gdf79404cd8, Yosys 0.63+post, stock flow scripts
make -C /OpenROAD-flow-scripts/flow DESIGN_CONFIG=/design/flow/config.mk WORK_HOME=/design/flow/orfs finish
```
**flow/constraint.sdc**
```tcl
current_design Connector

set clk_period 6.6
set clk_io_pct 0.2

create_clock -name clk0 -period $clk_period [get_ports {clk}]

set non_clock_inputs [all_inputs -no_clocks]
set_input_delay [expr $clk_period * $clk_io_pct] -clock clk0 $non_clock_inputs
set_output_delay [expr $clk_period * $clk_io_pct] -clock clk0 [all_outputs]
```
**flow/config.mk**
```make
export PLATFORM = sky130hd
export DESIGN_NAME = Connector
export DESIGN_NICKNAME = Connector
export VERILOG_FILES = /design/flow/design.v
export SDC_FILE = /design/flow/constraint.sdc
export NUM_CORES = 4
export LEC_CHECK = 1
export CORE_UTILIZATION = 30
```
**flow/design.v**
```verilog
module Connector#(parameter N=10)(
	input clk,reset,
	input ps2d,ps2c,
	output HSYNC,VSYNC,
	output [3:0]RGB
);
	 wire [7:0] in;  
	 wire key_en;  
	 reg [3:0] rgb_reg; 
	 wire [9:0] pix_x,pix_y;
	 wire video_on;
	 wire [3:0] pos_x,pos_y;
	 wire [3:0] b_x1, b_y1,b_x2,b_y2;
	 wire [N:0] row1,row2,row3,row4,row5,row6,row7,row8,row9,row10;
	VGA_sync vgasync(.clk(clk),.reset(reset),.hsync(HSYNC),.vsync(VSYNC),
		.pixel_x(pix_x), .pixel_y(pix_y),.video_on(video_on),.x(pos_x),.y(pos_y));
	game_controller game(.clk(clk),.reset(reset),.in(in),.ball_x1_o(b_x1),.ball_y1_o(b_y1),
			.ball_x2_o(b_x2),.ball_y2_o(b_y2),
			.out1(row1),
			.out2(row2),
			.out3(row3),
			.out4(row4),
			.out5(row5),
			.out6(row6),
			.out7(row7),
			.out8(row8),
			.out9(row9),
			.out10(row10),
			.key_en(key_en)
			);
	ps2_keyboard ps2(.clk(clk),.reset(reset),.ps2d(ps2d),.ps2c(ps2c),.rx_en(key_en),
		.dout(in));
	vga_RGB vga_rgb(.clk(clk),.reset(reset),.pix_x(pix_x), .pix_y(pix_y), .pos_x(pos_x), .pos_y(pos_y), .b_x1(b_x1), .b_y1(b_y1), 
			.b_x2(b_x2), .b_y2(b_y2), 
			.row1(row1),
			.row2(row2),
			.row3(row3),
			.row4(row4),
			.row5(row5),
			.row6(row6),
			.row7(row7),
			.row8(row8),
			.row9(row9),
			.row10(row10),
			.RGB(RGB) );
endmodule
`timescale 1ns / 1ps
module VGA_sync(input wire clk, reset,
	output wire hsync,vsync, video_on,
	output wire[9:0] pixel_x,pixel_y,
	output wire [3:0] x,y
    );
	 localparam HD = 640; 
	 localparam HF = 48 ; 
    localparam HB = 16 ; 
	 localparam HR = 96 ; 
	 localparam VD = 480; 
	 localparam VF = 10; 
	 localparam VB = 33; 
	 localparam VR = 2;
	 reg mod2_reg;
	 wire mod2_next;
	 reg [9:0] h_count_reg,h_count_next,v_count_reg,v_count_next;
	 reg v_sync_reg,h_sync_reg;
	 wire v_sync_next,h_sync_next;
	 wire h_end,v_end,pixel_tick;
	 reg [2:0] rgb_reg;
	 always@(posedge clk)
		 if(reset)
		 begin
			mod2_reg<=1'b0;
			h_count_reg<=0;
			v_count_reg<=0;
			h_sync_reg<=1'b0;
			v_sync_reg<=1'b0;
		 end
		 else 
		 begin
			mod2_reg<=mod2_next;
			h_count_reg<=h_count_next;
			v_count_reg<=v_count_next;
			h_sync_reg<=h_sync_next;
			v_sync_reg<=v_sync_next;
		 end
	 assign mod2_next=~mod2_reg;
	 assign pixel_tick=mod2_reg;
	 assign h_end=(h_count_reg==(HD+HF+HB+HR-1));
	 assign v_end=(v_count_reg==(VD+VF+VB+VR-1));
	 always@*
	 if(pixel_tick)
		if(h_end)
			h_count_next=0;
		else 
			h_count_next=h_count_reg+1;
	 else
		h_count_next=h_count_reg;
	 always@*
	 if(pixel_tick && h_end)
		if(v_end)
			v_count_next=0;
		else 
			v_count_next=v_count_reg+1;
	 else
		v_count_next=v_count_reg;
	assign h_sync_next = (h_count_reg>=(HD+HB) && h_count_reg<=(HD+HB+HR-1));
	assign v_sync_next = (v_count_reg>=(VD+VB) && v_count_reg<=(VD+VB+VR-1));
	assign video_on = (h_count_reg<HD) && (v_count_reg<VD);
	assign hsync = ~h_sync_reg;
	assign vsync = ~v_sync_reg;
	assign pixel_x = h_count_reg;
	assign pixel_y = v_count_reg;
	assign x=(h_count_reg>=160)? (h_count_reg-160)/32-1 :0;	
	assign y=(v_count_reg>=80)? (v_count_reg-80)/32-1: 0;
endmodule
`timescale 1ns / 1ps
module game_controller#(parameter N=10)(
	input [7:0] in,
	input clk,reset,
	output [3:0] ball_x1_o, ball_y1_o,ball_x2_o,ball_y2_o,
	output [N-1:0] out1,out2,out3,out4,out5,out6,out7,out8,out9,out10,
	output key_en
    );
	 reg [N-1:0] maze [N-1:0];
	 reg [3:0] ball_x1=0;
	 reg [3:0] ball_y1=0;
	 reg [3:0] ball_x2=9;
	 reg [3:0] ball_y2=9;
	 reg [25:0] clk_count;
	 wire c_end;
	 wire led1,led2,led3,led4;
	 assign c_end=(clk_count==26'd6_750_000);
	 assign led1 = (ball_x1<4'd9) ? maze[ball_y1][ball_x1+4'b1]:1;
	 assign led2 =(ball_x1>4'd0)? maze[ball_y1][ball_x1-4'b1]:1;
	 assign led3 = (ball_y1<4'd9) ? maze[ball_y1+4'b1][ball_x1]:1;
	 assign led4 = (ball_y1>4'd0) ? maze[ball_y1-4'b1][ball_x1]:1;
	 wire right,left,down,up;
	 assign right = (ball_x2<4'd9) ? maze[ball_y2][ball_x2+4'b1]:1;
	 assign left =(ball_x2>4'd0)? maze[ball_y2][ball_x2-4'b1]:1;
	 assign down = (ball_y2<4'd9) ? maze[ball_y2+4'b1][ball_x2]:1;
	 assign up = (ball_y2>4'd0) ? maze[ball_y2-4'b1][ball_x2]:1;
	 assign out1=maze[0];
	 assign out2=maze[1];
	 assign out3=maze[2];
	 assign out4=maze[3];
	 assign out5=maze[4];
	 assign out6=maze[5];
	 assign out7=maze[6];
	 assign out8=maze[7];
	 assign out9=maze[8];
	 assign out10=maze[9];
	 always@(posedge clk)
	 begin
		begin
			clk_count<=clk_count+1;
			if(c_end)
			begin
				clk_count<=0;
			end
		end
	end 
	 assign ball_x1_o[3:0]=ball_x1[3:0];
	 assign ball_y1_o[3:0]=ball_y1[3:0];
	 assign ball_x2_o[3:0]=ball_x2[3:0];
	 assign ball_y2_o[3:0]=ball_y2[3:0];
	 initial begin
		 maze[0]=10'b0010101010;
		 maze[1]=10'b0000100010;
		 maze[2]=10'b1110101010;
		 maze[3]=10'b1000101110;
		 maze[4]=10'b0011101000;
		 maze[5]=10'b0000000010;
		 maze[6]=10'b1111110010;
		 maze[7]=10'b0001000110;
		 maze[8]=10'b0101010010;
		 maze[9]=10'b0100010000;
	 end
	assign key_en=c_end;	
	 always@(posedge clk)
	 begin
		if(reset)
			begin
				ball_x1=0;
				ball_y1=0;
				ball_x2=9;
				ball_y2=9;
			end
		else  
			begin
			if(in==8'h72)begin
				if(!led3)
				begin
					ball_y1=ball_y1+4'b0001;	 
				end
			end
			else if(in==8'h75)begin
					if(!led4) begin
						ball_y1=ball_y1-4'b0001; 
					end
			end
			else if(in==8'h74)begin
					if(!led1) begin
						ball_x1=ball_x1+4'b0001; 
					end
			end
			else if(in==8'h6B)begin
					if(!led2) begin
						ball_x1=ball_x1-4'b0001;	 
					end
			end
			else if(in==8'h1B)begin
				if(!down)
				begin
					ball_y2=ball_y2+4'b0001;	 
				end
			end
			else if(in==8'h1D)begin
					if(!up) begin
						ball_y2=ball_y2-4'b0001; 
					end
			end
			else if(in==8'h23)begin
					if(!right) begin
						ball_x2=ball_x2+4'b0001; 
					end
			end
			else if(in==8'h1C)begin
					if(!left) begin
						ball_x2=ball_x2-4'b0001;	 
					end
			end
			else begin ball_x1=ball_x1;
						  ball_y1=ball_y1;
							ball_x2=ball_x2;
						  ball_y2=ball_y2;
			end
		end
	end
endmodule
`timescale 1ns / 1ps
module ps2_keyboard
	(
	input wire clk, reset,
    input wire ps2d, ps2c, rx_en,
    output wire [7:0] dout
   );
   localparam [1:0]
      idle = 2'b00,
      dps  = 2'b01,
      load = 2'b10;
   reg [1:0] state_reg, state_next;
   reg [7:0] filter_reg;
   wire [7:0] filter_next;
   reg f_ps2c_reg;
   wire f_ps2c_next;
   reg [3:0] n_reg, n_next;
   reg [10:0] b_reg, b_next;
   wire fall_edge;
	reg rx_done,rx_done_next;
   always @(posedge clk, posedge reset)
   if (reset)
      begin
         filter_reg <= 0;
         f_ps2c_reg <= 0;
      end
   else
      begin
         filter_reg <= filter_next;
         f_ps2c_reg <= f_ps2c_next;
      end
   assign filter_next = {ps2c, filter_reg[7:1]};
   assign f_ps2c_next = (filter_reg==8'b11111111) ? 1'b1 :
                        (filter_reg==8'b00000000) ? 1'b0 :
                         f_ps2c_reg;
   assign fall_edge = f_ps2c_reg & ~f_ps2c_next;
   always @(posedge clk, posedge reset)
      if (reset)
         begin
            state_reg <= idle;
            n_reg <= 0;
            b_reg <= 0;
         end
		else if(rx_done)
			begin
				b_reg <= 0;
				rx_done_next <= 0;
			end
      else
         begin
            state_reg <= state_next;
            n_reg <= n_next;
            b_reg <= b_next;
         end
   always @*
   begin
      state_next = state_reg;
      n_next = n_reg;
      b_next = b_reg;
      case (state_reg)
         idle:
            if (fall_edge)
               begin
                  b_next = {ps2d, b_reg[10:1]};
                  n_next = 4'b1001;
                  state_next = dps;
               end
         dps:  
            if (fall_edge)
               begin
                  b_next = {ps2d, b_reg[10:1]};
                  if (n_reg==0)
                     state_next = load;
                  else
                     n_next = n_reg - 1;
               end
         load: 
            begin
               state_next = idle;
            end
      endcase
   end
	reg [7:0] data;
	always@(posedge clk)
		if(rx_en)
		begin
			data<=b_reg[8:1];
			rx_done<=1'b1;
		end
		else
		begin
			data<=8'b00000000;
			rx_done<=rx_done_next;
		end
   assign dout = data;  
endmodule
`timescale 1ns / 1ps
module vga_RGB#(parameter N=10)(
	input clk,reset,
	input wire [9:0] pix_x,pix_y,
	input wire [3:0] pos_x,pos_y,
	input wire [3:0] b_x1, b_y1,b_x2,b_y2,
	input wire [N:0] row1,row2,row3,row4,row5,row6,row7,row8,row9,row10,
	output wire [3:0] RGB
    );
	 reg [3:0] rgb_reg;
	 wire R_WON,B_WON;
	 assign R_WON= ((b_x1==9) && (b_y1==9));
	 assign B_WON= ((b_x2==0) && (b_y2==0));
		always@(posedge clk)
		if(reset)
		begin
			rgb_reg<=0;
		end
		else
		begin
			if(pix_x>=192 && pix_x<=512 && pix_y>=80 && pix_y<=432)
			begin
				if(pos_x==0 && pos_y==0)
					if(pos_x==b_x2 && pos_y==b_y2)
						rgb_reg<=3'b100;
					else
						rgb_reg<=3'b001;
				else if(pos_x==9 && pos_y==9)
					if(pos_x==b_x1 && pos_y==b_y1)
						rgb_reg<=3'b001;
					else
						rgb_reg<=3'b100; 
				else if(R_WON)
						rgb_reg<=3'b001;
				else if(B_WON)
						rgb_reg<=3'b100;
				else begin
					case(pos_y)
						4'b0000:
							begin
							if( pos_y==b_y1 && pos_x==b_x1)
								rgb_reg<=3'b001;
							else if( pos_y==b_y2 && pos_x==b_x2)
								rgb_reg<=3'b100;
							else
							begin
								if(row1[pos_x]==0 )
									rgb_reg<=3'b101;
								else
									rgb_reg<=3'b011;
							end
							end
						4'b0001:
							begin
							if( pos_y==b_y1 && pos_x==b_x1)
								rgb_reg<=3'b001;
							else if( pos_y==b_y2 && pos_x==b_x2)
								rgb_reg<=3'b100;
							else
							begin
								if(row2[pos_x]==0 )
									rgb_reg<=3'b101;
								else
									rgb_reg<=3'b011;
							end
							end
						4'b0010:
							begin
							if( pos_y==b_y1 && pos_x==b_x1)
								rgb_reg<=3'b001;
							else if( pos_y==b_y2 && pos_x==b_x2)
								rgb_reg<=3'b100;
							else
							begin
								if(row3[pos_x]==0 )
									rgb_reg<=3'b101;
								else
									rgb_reg<=3'b011;
							end
							end
						4'b0011:
							begin
							if( pos_y==b_y1 && pos_x==b_x1)
								rgb_reg<=3'b001;
							else if( pos_y==b_y2 && pos_x==b_x2)
								rgb_reg<=3'b100;
							else
							begin
								if(row4[pos_x]==0 )
									rgb_reg<=3'b101;
								else
									rgb_reg<=3'b011;
							end
							end
						4'b0100:
							begin
							if( pos_y==b_y1 && pos_x==b_x1)
								rgb_reg<=3'b001;
							else if( pos_y==b_y2 && pos_x==b_x2)
								rgb_reg<=3'b100;
							else
							begin
								if(row5[pos_x]==0 )
									rgb_reg<=3'b101;
								else
									rgb_reg<=3'b011;
							end
							end
						4'b0101:
							begin
							if( pos_y==b_y1 && pos_x==b_x1)
								rgb_reg<=3'b001;
							else if( pos_y==b_y2 && pos_x==b_x2)
								rgb_reg<=3'b100;
							else
							begin
								if(row6[pos_x]==0 )
									rgb_reg<=3'b101;
								else
									rgb_reg<=3'b011;
							end
							end
						4'b0110:
							begin
							if( pos_y==b_y1 && pos_x==b_x1)
								rgb_reg<=3'b001;
							else if( pos_y==b_y2 && pos_x==b_x2)
								rgb_reg<=3'b100;
							else
							begin
								if(row7[pos_x]==0 )
									rgb_reg<=3'b101;
								else
									rgb_reg<=3'b011;
							end
							end
						4'b0111:
							begin
							if( pos_y==b_y1 && pos_x==b_x1)
								rgb_reg<=3'b001;
							else if( pos_y==b_y2 && pos_x==b_x2)
								rgb_reg<=3'b100;
							else
							begin
								if(row8[pos_x]==0 )
									rgb_reg<=3'b101;
								else
									rgb_reg<=3'b011;
							end
							end
						4'b1000:
							begin
							if( pos_y==b_y1 && pos_x==b_x1)
								rgb_reg<=3'b001;
							else if( pos_y==b_y2 && pos_x==b_x2)
								rgb_reg<=3'b100;
							else
							begin
								if(row9[pos_x]==0 )
									rgb_reg<=3'b101;
								else
									rgb_reg<=3'b011;
							end
							end
						4'b1001:
							begin
							if( pos_y==b_y1 && pos_x==b_x1)
								rgb_reg<=3'b001;
							else if( pos_y==b_y2 && pos_x==b_x2)
								rgb_reg<=3'b100;
							else
							begin
								if(row10[pos_x]==0 )
									rgb_reg<=3'b101;
								else
									rgb_reg<=3'b011;
							end
							end
						endcase
					end
			end
			else
				rgb_reg<=0;
		end
	assign RGB=rgb_reg;
endmodule
```
==> run notes <==
The synthesis and place-and-route flow finished, so here is a summary.

The post-layout worst setup margin is between 3 and 4 ns. The final clock skew came out at 0.0108 ns. The TritonCTS clock tree is done. The post-place setup slack is ~3.1 ns. The number of filler cells placed in the layout came out at 2502.

The antenna diode count is 0. The number of maximum-capacitance violations recorded for the run is 0. OpenSTA lists the critical path startpoint as vgasync.h_count_reg[5].

The total clock sinks is between 100 and 150. The transition time of the tightest slew-check pin is a little under 0.8 ns. The detailed placer's ending HPWL is between 10000 and 15000 µm. The run finished with clean final reports. The final hold violation count recorded for this run is 0.

The clock-pin slew on the worst setup and hold paths came out at approximately 0.08 ns. STA lists the startpoint of the worst register-to-register path as vgasync.h_count_reg[5]. The sequential fraction of design power is 0.514.

From synthesis to final layout, the design area changed by 8.89%. The number of enable-type register cells in the synthesized netlist is 0. The number of top-level design ports is 10. The maximum clock path buffer count came out at 2. For the worst flop-to-flop path, the logic depth is 13. The total iterations of the first detailed-routing run is 6. The net switching power figure came out at approximately 0.29 mW. The final number of setup-violating endpoints is 0. The number of antenna violations at the first check in global routing came out at 0. The area of the placeable core came out at between 20000 and 25000 µm².

The proportion of synthesized chip area in sequential cells is 0.300. The worst setup path is launched from a flop. The pin count of the biggest net entering global routing came out at 30.

The internal power summed over all cells is 0.940 mW. For the worst min-delay path, the startpoint reported by OpenROAD is ps2.filter_reg[4]. The proportion of total power due to net switching came out at 0.235. The skew report gives the latency at the later pin of the worst-skew pair as roughly 0.35 ns.

The clock group share of total power came out at 0.473. After clock tree synthesis, the setup repair step added 0 buffers. The total global routing track utilization came out at 0.132. The proportion of power drawn by combinational gates is 0.013. The instance count along the most critical hold path is 0.

In the post-synthesis netlist, the biggest area contributors are sky130_fd_sc_hd__dfxtp_1, sky130_fd_sc_hd__ha_1, sky130_fd_sc_hd__dfrtp_1, sky130_fd_sc_hd__nor2_1, sky130_fd_sc_hd__xnor2_1. The final routed DRC violation total is 0. The maximum level of the CTS H-tree came out at 3. The routed layout has between 5000 and 6000 vias. The aggregate global routing overflow is 0. The cell taking the most area after synthesis is sky130_fd_sc_hd__dfxtp_1.

The worst slew slack as a fraction of its limit came out at 0.480. The detailed-route vias per instance came out at ~5.0. The post-cts hold-fix buffer tally is 0. The count of cells resized by post-cts repair is 0. The routed length per instance is between 10 and 15 µm. The floorplan-stage core utilization is 0.309.

The flip-flop count of the largest register after layout came out at 26. The highest clock frequency the design can meet is between 200 and 300 MHz. The yosys stat cell total is slightly below 900. The stat command in Yosys gives a chip area of 7310 µm². Per the OpenROAD floorplan log, the width of the die is 158 µm.

The fraction of registers with async set or reset after synthesis is 0.252. The summed instance area of the synthesized netlist came out at 7310 µm². The global-route wire length before repair is 26600 µm. Looking at the cell usage after synthesis, the top flip-flop cell is sky130_fd_sc_hd__dfxtp_1. The highest ir drop seen on vdd is ~0.15 mV. The root buffer cell is sky130_fd_sc_hd__clkbuf_16.

The leakage power summed over all cells came out at about 3.0 nW. The total negative setup slack came out at 0 ns. The final clock period utilization by the worst path is 0.545. The share of layout cells above drive strength 1 is 0.0667. The area fraction of the largest cell type after synthesis is 0.211. The final weighted congestion in routability-driven placement came out at roughly 0.93. The number of placement rows is ~56. The chip footprint is 25000 µm². Per the post-synthesis stats, the area per cell is between 8 and 9 µm². Warnings raised by the tools during the run amount to ~60. The data required time reported for the critical path is 6.88 ns. The TritonCTS buffer count is 9. The detail route stage leaves a number of antenna-violating nets equal to 0.

Setup repair after global routing left no endpoint under its margin. The category of the worst setup path capture point is a flop. The die span in y came out at ~160 µm. The arrival time of data at the worst endpoint is listed as roughly 3.9 ns.

The initial detailed-routing violation count is ~390. The post-route minimum period came out at 3.60 ns. The final max-slew violation count recorded for this run is 0. The number of global-route vias before repair is about 5400. The register with the most flip-flops in the final layout is game.clk_count.

The count of buffers inserted at the top-level ports came out at 8. The worst min-delay path class is flop to flop. Per the detailed-route log, wirelength across all metal layers totals around 15000 µm. By startpoint and endpoint, the worst setup path is classified as flop to flop.

The power density over cell area is 154 nW/µm². The number of cells produced by synthesis is 889. The number of warnings issued by yosys came out at 14. Once synthesis finished, the tally of register bits stood at 103. STA lists the maximum fanout along the critical path as 18. The unique cell type count in the Yosys netlist is approximately 86.
==> critical path, cell delays in order, from the launching register on <==
cell,delay [ns]
sky130_fd_sc_hd__dfxtp_1,0.72
sky130_fd_sc_hd__inv_1,0.21
sky130_fd_sc_hd__ha_1,0.42
sky130_fd_sc_hd__nand2_1,0.12
sky130_fd_sc_hd__o21ai_1,0.44
sky130_fd_sc_hd__inv_1,0.16
sky130_fd_sc_hd__ha_1,0.30
sky130_fd_sc_hd__nand3_1,0.08
sky130_fd_sc_hd__nand3_1,0.08
sky130_fd_sc_hd__nand3_1,0.10
sky130_fd_sc_hd__a41oi_1,0.09
sky130_fd_sc_hd__and3_1,0.18
sky130_fd_sc_hd__or4_4,0.53
sky130_fd_sc_hd__o21ai_2,0.11
==> stage by stage <==
stage	total power, mW	util	hold WS (ns)	cell area (µm²)	std cells
finish	1.23	0.336	0.384	7960	1188
global route	1.28	0.336	0.404	7960	1188
CTS	1.26	0.336	0.388	7960	1188
detailed placement	0.662	0.322	0.369	7630	1172
global placement	0.662	0.322	0.367	7630	1172
floorplan	0.656	-	0.354	7310	889
==> cells in the final DEF (no fill, tap or decap), types with 16 or more instances in the layout <==
| cell type | count |
|---|---|
| sky130_fd_sc_hd__mux2i_1 | 21 |
| sky130_fd_sc_hd__dfrtp_1 | 25 |
| sky130_fd_sc_hd__a21oi_1 | 40 |
| sky130_fd_sc_hd__o21ai_0 | 41 |
| sky130_fd_sc_hd__inv_1 | 34 |
| sky130_fd_sc_hd__nand2_1 | 74 |
| sky130_fd_sc_hd__xor2_1 | 31 |
| sky130_fd_sc_hd__nor2_1 | 114 |
| sky130_fd_sc_hd__nor2b_1 | 16 |
| sky130_fd_sc_hd__xnor2_1 | 45 |
| sky130_fd_sc_hd__dfxtp_1 | 77 |
| sky130_fd_sc_hd__nand3_1 | 39 |
| sky130_fd_sc_hd__ha_1 | 52 |
==> cells by family after synthesis <==
kind of cell / synth area share
other: 0.000513
flip-flops: 0.300
AND-OR/OR-AND: 0.158
multiplexers: 0.0580
buffers and inverters: 0.0473
AND/OR/NAND/NOR: 0.250
adder cells (fa/ha/maj): 0.0890
XOR/XNOR: 0.0971
==> power by group through the flow <==
stage | sequential, mW | combinational, mW | clock (mW)
4_1_cts | 0.631 | 0.0168 | 0.607
5_1_grt | 0.632 | 0.0185 | 0.630
6_report | 0.631 | 0.0162 | 0.582
==> final timing paths <==
check                      slack [ns]                  to
setup / recovery                 3.00  vga_rgb.rgb_reg[1]
hold reg to reg                  0.38   ps2.filter_reg[3]
setup reg to reg                 3.00  vga_rgb.rgb_reg[1]
max in group asynchronous        4.64    ps2.state_reg[0]
hold / removal                   0.38   ps2.filter_reg[3]
min in group asynchronous        1.66        ps2.b_reg[2]
==> area by class of cell <==
cell class                 count  area [µm²]  area share
inverter                      35         131      0.0165
timing repair buffer          15         133      0.0167
tap                          319         399      0.0502
clock inverter                 7         100      0.0126
clock buffer                   9         225      0.0283
multi-input combinational    700        4780       0.600
sequential                   103        2190       0.276
==> cell usage after synthesis, types with 6 or more instances <==
master                       n
sky130_fd_sc_hd__nor2_1    114
sky130_fd_sc_hd__dfxtp_1    77
sky130_fd_sc_hd__nand2_1    74
sky130_fd_sc_hd__ha_1       52
sky130_fd_sc_hd__xnor2_1    45
sky130_fd_sc_hd__o21ai_0    41
sky130_fd_sc_hd__a21oi_1    40
sky130_fd_sc_hd__nand3_1    39
sky130_fd_sc_hd__clkbuf_1   36
sky130_fd_sc_hd__inv_1      34
sky130_fd_sc_hd__xor2_1     31
sky130_fd_sc_hd__dfrtp_1    25
sky130_fd_sc_hd__mux2i_1    21
sky130_fd_sc_hd__nor2b_1    16
sky130_fd_sc_hd__nand4_1    15
sky130_fd_sc_hd__nor3_1     15
sky130_fd_sc_hd__o211ai_1   14
sky130_fd_sc_hd__and3_1     12
sky130_fd_sc_hd__and2_1     11
sky130_fd_sc_hd__nand2b_1   11
sky130_fd_sc_hd__or3_1      10
sky130_fd_sc_hd__buf_2       9
sky130_fd_sc_hd__mux2_2      8
sky130_fd_sc_hd__a211oi_1    7
sky130_fd_sc_hd__a31oi_1     6
sky130_fd_sc_hd__nor3b_1     6
sky130_fd_sc_hd__nor4_1      6
==> metal layers <==
| layer | track usage | up-vias | part of all wire |
|---|---|---|---|
| met5 | 0 | - | 0 |
| met4 | 0.0215 | 0 | 0.016 |
| met3 | 0.0192 | 16 | 0.057 |
| met2 | 0.203 | 146 | 0.43 |
| met1 | 0.200 | 2721 | 0.50 |
| li1 | - | 3092 | - |
No activity file was given, so power comes from the tool's default toggle rates.
